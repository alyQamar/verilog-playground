==> flow/design.v <==
module logical_decoder_7seg
(
    input wire A, B, C,
    output wire Fa, Fb, Fc, Fd, Fe, Ff, Fg
);
wire An, Bn, Cn;
assign An = ~A;
assign Bn = ~B;
assign Cn = ~C;
assign Fa = (An & Cn) | B | (A & C);
assign Fb = (Cn & Bn) | An | (B & C);
assign Fc = A | Bn | C;
assign Fd = (An & Cn) | (An & B) | (B & Cn) | (A & Bn & C);
assign Fe = (An & Cn) | (B & Cn);
assign Ff = (Bn & Cn) | (A & Cn) | (A & Bn);
assign Fg = (An & B) | (A & Cn) | (A & Bn);
endmodule
==> flow/run.sh <==
#!/bin/bash
# OpenROAD 26Q1-2900-gdf79404cd8, Yosys 0.63+post, stock flow scripts
make -C /OpenROAD-flow-scripts/flow DESIGN_CONFIG=/design/flow/config.mk WORK_HOME=/design/flow/orfs finish
==> flow/config.mk <==
export PLATFORM = sky130hd
export DESIGN_NAME = logical_decoder_7seg
export DESIGN_NICKNAME = logical_decoder_7seg
export VERILOG_FILES = /design/flow/design.v
export SDC_FILE = /design/flow/constraint.sdc
export NUM_CORES = 4
export LEC_CHECK = 1
export CORE_AREA = 10 10 70 70
export DIE_AREA = 0 0 80 80
==> flow/constraint.sdc <==
current_design logical_decoder_7seg

set clk_period 1.0
set clk_io_pct 0.2

create_clock -name clk0 -period $clk_period

set non_clock_inputs [all_inputs -no_clocks]
set_input_delay [expr $clk_period * $clk_io_pct] -clock clk0 $non_clock_inputs
set_output_delay [expr $clk_period * $clk_io_pct] -clock clk0 [all_outputs]
==> ci_impl_report.md <==
## Synthesis and layout report

| Metric | Value |
|---|---|
| Worst slew margin relative to its limit | `0.912` |
| Top area cell types | `xor2_1, buf_4, buf_6` |
| Hold slack | `around 650 ps` |
| First-pass GRT wire length | `between 500 and 600 microns` |
| Area growth syn-to-layout | `143%` |
| Failing checks | `setup timing` |
| I/O Pins | `10` |
| GRT Max-Usage Layer | `met2` |
| Unrepaired setup endpoints after global routing | `true` |
| # DRC | `0` |
| Initial Util | `0.0337` |
| Areal power density over the cells | `340 mW/mm^2` |
| Share of cells above drive strength 1 | `0.679` |
| Top cell area share | `0.152` |
| GPL Wtd Cong | `a little under 0.7` |
| Synth Seq Share | `0` |
| Hold EP | `Fc` |
| Ant. Diodes | `0` |
| Fillers | `between 400 and 500` |
| Slowest-stage cell, CP | `nor3b_2` |
| Stage-log warning count | `34` |
| Vias post-DR | `148` |
| Count of pins over their slew limit | `0` |
| Cell Type Count | `13` |
| GR Util met3 | `0.00455` |
| Mean Syn Cell Area | `6.77 sq um` |
| Vias in the first global route | `about 110` |
| Worst Max-Slew Pin Slew | `131 ps` |
| Crit path DRT | `around 800 ps` |
| Met2 Resource Use GR | `0.0161` |
| Die Width | `80 microns` |
| Row cnt | `21` |
| Fin crit period | `1050 ps` |
| Gate Count Post-Synth | `17` |
| Synth Cell Area | `115 sq um` |
| # Max-Cap Violations | `0` |
| Leading area contributor after synthesis | `xor2_1` |
| Critical Path End Type | `output pin` |
| CP most frequent cell | `buf_6` |
| Core area | `0.00342 sq mm` |
| Initial antenna violation count | `0` |
| Yosys stat chip area | `115 sq um` |
| VDD IR max | `~0.029 mV` |
| Drt pass-1 iters | `1` |
| Arr. time, crit path | `approximately 850 ps` |
| Port-buffer cells | `10` |
| Largest net degree at the start of global routing | `10` |
| LEAKAGE | `0.108 nW` |
| Critical path's largest stage delay | `170 ps` |
| YS warnings | `0` |
| Die Y | `80 microns` |
| Flop count | `0` |
| Die ar. | `0.00640 sq mm` |
| Critical path class | `in -> out` |
| WP buf/inv | `4` |
| Cells along the critical path | `buf_6 -> buf_6 -> buf_6 -> nor3b_2 -> a21oi_1 -> buf_2` |
| Setup crit start kind | `input port` |
| Initial DRC Count | `0` |
| FMAX | `about 960 MHz` |
| Post-DR wirelength/cell | `5.88 microns` |
| Final worst slack | `-46.2 ps` |
| CP delay by family, top | `buffers and inverters` |
| Fin util | `0.0821` |
| Final setup viols | `3` |
| Final TNS setup | `-62.7 ps` |
| Sequential cell area | `0 sq um` |
| CP max FO | `3` |
| Final WL | `approximately 440 microns` |
| Final Hold Viols | `0` |
| GRT overflow | `0` |
| Period utilization | `1.05` |
| Final ANT Viol Nets | `0` |
| Placement Setup Slack | `-796 ps` |
| # clk buffers | `0` |
| Total track usage | `0.00970` |
| Post-DR vias/cell | `2.00` |
| Status | `finished with violations` |
| Beginning of the worst hold path | `C` |
| Critical Path Source | `C` |
| M1 GR Usage | `0.0119` |
| Hold depth | `3` |
| Post-DP HPWL | `about 330 microns` |
| # Cells Yosys | `17` |
| Worst Hold Class | `in -> out` |
[per-stage QoR]
step / power (W) / area [sq um] / cells
2_1_floorplan: 0.0000417 / 115 / 17
3_3_place_gp: 0.0000918 / 262 / 72
3_5_place_dp: 0.0000939 / 262 / 72
4_1_cts: 0.0000934 / 275 / 74
5_1_grt: 0.000105 / 280 / 74
6_report: 0.0000954 / 280 / 74
[kinds of logic (layout without fill, tap and decap cells)]
| kind of cell | count (synthesis) | count (layout) | share of synthesized area |
|---|---|---|---|
| XOR/XNOR | 3 | 3 | 0.228 |
| adder cells (fa/ha/maj) | 1 | 1 | 0.0978 |
| AND-OR/OR-AND | 3 | 3 | 0.152 |
| AND/OR/NAND/NOR | 5 | 5 | 0.228 |
| buffers and inverters | 5 | 16 | 0.293 |
[tightest hold or removal path, delay by kind of cell]
family	cells	cell delay [ps]
AND/OR/NAND/NOR	1	90
buffers and inverters	2	160
[where the power goes]
group          internal [W]  total [W]  switching [W]
sequential                0          0              0
clock                     0          0              0
combinational     0.0000595  0.0000954      0.0000359
[synthesized netlist by cell type]
cell type,n
buf_6,1
nor3b_1,1
nand2_1,2
maj3_2,1
xnor2_1,1
a21oi_1,2
buf_4,2
or3_1,1
o21a_1,1
inv_1,1
inv_2,1
nand3_1,1
xor2_1,2
[worst max-delay path by stage]
stage / end / slack [ps] / cells past startpoint
final: Fd / -50 / 6
after CTS: Fg / -90 / 6
after global routing: Fd / -80 / 6
[cell type report]
type | count | area [sq um] | share of cell area
Inverter | 2 | 10.0 | 0.0357
Tap cell | 46 | 57.6 | 0.205
Timing Repair Buffer | 14 | 118 | 0.420
Multi-Input combinational cell | 12 | 95.1 | 0.339
[metal layers]
layer  share of wire  vias up
met5               0        -
met4               0        0
met3            0.14        0
met2            0.44        8
met1            0.43       65
li1                -       75
[cells in the final DEF (no fill, tap or decap)]
| cell | Yosys | routed |
|---|---|---|
| nand2_1 | 2 | 2 |
| inv_1 | 1 | 1 |
| buf_8 | 0 | 1 |
| o21a_1 | 1 | 1 |
| clkbuf_2 | 0 | 1 |
| buf_6 | 1 | 6 |
| or3_1 | 1 | 1 |
| nand3_2 | 0 | 1 |
| xnor2_1 | 1 | 1 |
| inv_4 | 0 | 1 |
| nor3b_2 | 0 | 1 |
| a21oi_2 | 0 | 1 |
| a21oi_1 | 2 | 1 |
| maj3_2 | 1 | 1 |
| xor2_1 | 2 | 2 |
| buf_2 | 0 | 6 |
[repair_timing]
| action | 4_1_cts | 5_1_grt |
|---|---|---|
| hold buffers | 0 | 0 |
| hold endpoints to repair | 0 | 0 |
| setup buffers | 2 | 0 |
| resized | 44 | 4 |
| pin swaps | 5 | 1 |
| setup endpoints to repair | 7 | 5 |
| cloned | 0 | 0 |
No activity file was given, so power comes from the tool's default toggle rates.
