### flow/design.v
module half_adder
(
    input a, b,
    output sum, cout
);
    assign sum = a ^ b;
    assign cout = a & b;
endmodule
module full_adder
(
    input A, B, cin,
    output sum, cout
);
    wire s1, c1, c2;
    half_adder ha1 (
        .a(A),
        .b(B),
        .sum(s1),
        .cout(c1)
    );
    half_adder ha2 (
        .a(s1),
        .b(cin),
        .sum(sum),
        .cout(c2)
    );
    assign cout = c1 | c2;
endmodule
module rbs_4bit
(
    input wire [3:0] A, B,
    input wire Subtract,  
    output wire [3:0] Sum,
    output wire Cout
);
    wire c1, c2, c3;
    wire [3:0] B_sub;
    assign B_sub = ~B + 1;
    full_adder fa0 (
        .A(A[0]),
        .B((Subtract) ? B_sub[0] : B[0]),
        .cin(1'b0),
        .sum(Sum[0]),
        .cout(c1)
    );
    full_adder fa1 (
        .A(A[1]),
        .B((Subtract) ? B_sub[1] : B[1]),
        .cin(c1),
        .sum(Sum[1]),
        .cout(c2)
    );
    full_adder fa2 (
        .A(A[2]),
        .B((Subtract) ? B_sub[2] : B[2]),
        .cin(c2),
        .sum(Sum[2]),
        .cout(c3)
    );
    full_adder fa3 (
        .A(A[3]),
        .B((Subtract) ? B_sub[3] : B[3]),
        .cin(c3),
        .sum(Sum[3]),
        .cout(Cout)
    );
endmodule
### flow/run.sh
#!/bin/bash
# OpenROAD 26Q1-2900-gdf79404cd8, Yosys 0.63+post, stock flow scripts
make -C /OpenROAD-flow-scripts/flow DESIGN_CONFIG=/design/flow/config.mk WORK_HOME=/design/flow/orfs finish
### flow/config.mk
export PLATFORM = sky130hd
export DESIGN_NAME = rbs_4bit
export DESIGN_NICKNAME = rbs_4bit
export VERILOG_FILES = /design/flow/design.v
export SDC_FILE = /design/flow/constraint.sdc
export NUM_CORES = 4
export LEC_CHECK = 1
export CORE_AREA = 10 10 70 70
export DIE_AREA = 0 0 80 80
### flow/constraint.sdc
current_design rbs_4bit

set clk_period 4.8
set clk_io_pct 0.2

create_clock -name clk0 -period $clk_period

set non_clock_inputs [all_inputs -no_clocks]
set_input_delay [expr $clk_period * $clk_io_pct] -clock clk0 $non_clock_inputs
set_output_delay [expr $clk_period * $clk_io_pct] -clock clk0 [all_outputs]
==> impl_metrics.csv <==
group,metric,value,unit
timing,finalMaxSlewViolations,0,
cells_and_area,flop-count,0,
logic_synthesis,ys_top_cells_by_area,"fa_1 (31%), buf_4 (16%), inv_1 (16%)",
routing,wl_per_cell,7.54,um
worst_hold_path,whs_endpoint,"Sum[0]",
global_routing,gr-total-overflow,0,
logic_synthesis,ys_seq_share,0,%
worst_hold_path,hp-start,"A[0]",
critical_path,critical_path.max_fanout,3,
logic_synthesis,top_area_cell,"fa_1",
die,die_w,80,um
critical_path,crit_type,"in2out",
die,coreArea,3420,um2
placed_design,gp_congestion,0.737,
die,die_h,80,um
timing,final-hold-violation-count,0,
timing,tightestPinTransition,204,ps
critical_path,cp.required,3840,ps
logic_synthesis,mux_share,5.23,%
logic_synthesis,yosysCellCount,22,
logic_synthesis,syn_area,191,um2
placed_design,io_buffers,14,
logic_synthesis,top_logic_kind,"adder cells",
routing,dr.pass1.iters,2,
placed_design,placedCellCount,78,
logic_synthesis,most_common_cell,"inv_1",
logic_synthesis,yosysTopAreaCellShare,31.4,%
power_and_ir_drop,max-vdd-ir-drop,0.0151,mV
cells_and_area,seq_area,0,um2
logic_synthesis,ys_warn_count,0,
timing,max_freq,219,MHz
critical_path,arrival,3610,ps
logic_synthesis,synth.top_cells.by_count,"inv_1 (8), buf_4 (4), fa_1 (3)",
logic_synthesis,yosys-stat-area,191,um2
die,die_area,6400,um2
timing,setup_viol,0,
timing,fin_crit,4570,ps
worst_hold_path,hold_path_depth,3,
logic_synthesis,yosys.area_share.aoi,6.54,%
global_routing,grt_max_degree,4,
routing,diodes,0,
logic_synthesis,xor_share,9.15,%
global_routing,grt_usage,1.90,%
routing,wl,588,um
cells_and_area,instances_no_fill,78,
job,maxCapViolations,0,
logic_synthesis,simple_gate_share,3.27,%
cells_and_area,fillers,401,
timing,post-route-period-util,95.2,%
cts,cts_resized,0,
routing,drtIter0Drc,4,
outcome,status,"finished, final reports clean",
routing,ant_nets,0,
routing,routed_via_density,1.96,
worst_hold_path,hp-class,"in2out",
cells_and_area,clockBufferCount,0,
job,warnings,32,
critical_path,crit_path_end_kind,"output port",
cts,postCtsSetupRepairBufs,0,
power_and_ir_drop,power.density,107,nW/um2
power_and_ir_drop,p_total,0.0386,mW
cells_and_area,syn_to_final_growth,87.6,%
cells_and_area,final_layout_size_suffix_gt1_share,3.13,%
die,num_rows,21,
logic_synthesis,synth.distinct_cells,8,
logic_synthesis,avgSynthCellArea,8.70,um2
die,fp-utilization,5.60,%
cells_and_area,logic_area,131,um2
global_routing,antenna_found_initial,0,
timing,fin_tns_setup,0,ps
critical_path,crit_path_start_kind,"input port",
logic_synthesis,synthCells,22,
timing,rsz0062_at_grt,"false",
cts,cts_hold_buf,0,
logic_synthesis,synth_adder_area_share,44.4,%
power_and_ir_drop,power_leakage,0.147,nW
die,ios,14,
routing,drc,0,
global_routing,grt_pass1_wl,959,um
routing,dr_total_vias,153,
global_routing,grt_pass1_vias,202,
timing,max-slew-margin-rel,86.0,%
[metal layers]
metal	share of wire [%]	track usage, %
met1	39	2.07
met2	42	3.05
met3	20	1.48
met4	0	0
met5	0	0
[cells in the final DEF (no fill, tap or decap)]
cell,netlist,final
clkdlybuf4s50_1,0,14
fa_1,3,3
ha_1,2,2
inv_1,8,8
mux2i_1,1,1
nor2b_1,1,1
o31ai_2,1,1
xnor2_1,2,2
[where the power goes]
| group | switching (mW) | internal, mW |
|---|---|---|
| logic | 0.0116 | 0.0269 |
| registers | 0 | 0 |
| clock network | 0 | 0 |
[stage by stage]
stage | hold slack (ps) | instance area [um2] | setup WS (ps) | utilization (%)
floorplan | 2030 | 191 | 1160 | -
global placement | 3000 | 359 | 234 | 10.5
detailed placement | 3000 | 359 | 193 | 10.5
CTS | 3000 | 359 | 192 | 10.5
global route | 3050 | 359 | 59.6 | 10.5
finish | 2990 | 359 | 230 | 10.5
[area by class of cell]
type	instances	share of cell area [%]
Multi-Input combinational cell	10	36.6
Inverter	8	8.36
Tap cell	46	16.0
Timing Repair Buffer	14	39.0
[worst max-delay path by stage]
stage	from	end	slack, ps	cells after the start
4_1_cts	B[0]	Sum[3]	190	9
5_1_grt	B[0]	Sum[3]	60	9
6_report	B[0]	Sum[3]	230	9
[logic make-up (layout without fill, tap and decap cells)]
| kind of cell | count (synthesis) | count (layout) |
|---|---|---|
| and+or+nand+nor | 1 | 1 |
| xor gates and xnor gates | 2 | 2 |
| AOI/OAI and AO/OA | 1 | 1 |
| buffers and inverters | 12 | 22 |
| adders and majority gates | 5 | 5 |
| muxes | 1 | 1 |
[worst max-delay path, stage by stage]
cell and delay, ps:
clkdlybuf4s50_1 530, inv_1 60, ha_1 270, mux2i_1 90, fa_1 410, fa_1 370
inv_1 90, fa_1 410, clkdlybuf4s50_1 410
Power and IR drop assume default switching activity.
