==> design.v <==
module conditional_decoder_7seg
(
    input wire [2:0] ABC,
    output wire [6:0] F
);
assign F =  (ABC == 3'b000)? 7'b111_1110 :
            (ABC == 3'b001)? 7'b011_0000 :
            (ABC == 3'b010)? 7'b110_1101 :
            (ABC == 3'b011)? 7'b111_1001 :
            (ABC == 3'b100)? 7'b011_0011 :
            (ABC == 3'b101)? 7'b101_1011 :
            (ABC == 3'b110)? 7'b101_1111 :
            (ABC == 3'b111)? 7'b111_0000 :
            7'bxxxxxxx;
endmodule
==> run.sh <==
#!/bin/bash
# OpenROAD 26Q1-2900-gdf79404cd8, Yosys 0.63+post, stock flow scripts
make -C /OpenROAD-flow-scripts/flow DESIGN_CONFIG=/design/flow/config.mk WORK_HOME=/design/flow/orfs finish
==> config.mk <==
export PLATFORM = sky130hd
export DESIGN_NAME = conditional_decoder_7seg
export DESIGN_NICKNAME = conditional_decoder_7seg
export VERILOG_FILES = /design/flow/design.v
export SDC_FILE = /design/flow/constraint.sdc
export NUM_CORES = 4
export LEC_CHECK = 1
export CORE_AREA = 10 10 70 70
export DIE_AREA = 0 0 80 80
==> constraint.sdc <==
current_design conditional_decoder_7seg

set clk_period 1.0
set clk_io_pct 0.2

create_clock -name clk0 -period $clk_period

set non_clock_inputs [all_inputs -no_clocks]
set_input_delay [expr $clk_period * $clk_io_pct] -clock clk0 $non_clock_inputs
set_output_delay [expr $clk_period * $clk_io_pct] -clock clk0 [all_outputs]
==> results.rst <==
Implementation results
======================

.. list-table::
   :header-rows: 1

   * - Metric
     - Value
   * - Maximum Capacitance Violations
     - 0
   * - Slew at the pin closest to its max-slew limit
     - 0.127 ns
   * - Standby leakage power
     - 0.0996 nW
   * - Final Hold Slack
     - 0.666 ns
   * - GRT Util Overall
     - 0.0127
   * - Post-Place Cells
     - 71
   * - Total count of max-transition violations in the final report
     - 0
   * - Total number of yosys warnings
     - 0
   * - Number of instances in the synthesized netlist
     - 15
   * - CP Capture Type
     - output pin
   * - Critical Path Source Type
     - input port
   * - Fraction of final layout cells sized beyond drive strength 1
     - 0.560
   * - Switching share of power
     - 0.353
   * - IO Pins
     - 10
   * - Final setup viols
     - 2
   * - Portion of the post-synthesis area used by sequential elements
     - 0
   * - Start-to-end type of the worst setup path
     - in -> out
   * - First-pass GRT wire length
     - 655 µm
   * - Tool warnings
     - 34
   * - Clock network power share
     - 0
   * - Total net switching power
     - 29.7 µW
   * - Cells in synth_stat.txt
     - 15
   * - Flip-flops
     - 0
   * - IR drop worst, VDD
     - 0.0375 mV
   * - Via count of the first global-routing pass
     - 116
   * - Maximum number of pins on one net before global-route repair
     - 8
   * - Total Wirelength
     - 415 µm
   * - Worst Setup Slack, final
     - -0.0261 ns
   * - Count of input and output buffers
     - 10
   * - Antenna violations before repair
     - 0
   * - Critical path cell sequence
     - buf_8, xor2_2, mux2_4, clkbuf_2
   * - Initial drt markers
     - 12
   * - Synth Cell Area
     - 100 µm²
   * - Final tally of hold violations
     - 0
   * - Syn_area_per_cell
     - 6.67 µm²
   * - Area after detailed placement
     - 256 µm²
   * - Total via count after detailed routing
     - 119
   * - Core region area
     - 0.00342 mm²
   * - Unrepaired setup endpoints after global routing
     - yes
   * - Layout Utilization
     - 0.0736
   * - Run status
     - finished with violations
   * - Final Instance Area
     - 251 µm²
   * - Die Area
     - 0.00640 mm²
   * - Critical Path AT
     - 0.83 ns
   * - Path type of the worst min-delay path
     - in -> out
   * - Non-filler instance count after layout
     - 71
   * - HPWL reported at the end of detailed placement
     - 357 µm
   * - Total power consumption of the routed design
     - 84.1 µW
   * - Pre-placement core utilization
     - 0.0293
   * - Highest achievable clock rate
     - 975 MHz
   * - Average wire per cell in the routed design
     - 5.85 µm
   * - DIE WIDTH
     - 80 µm
   * - Number of nets still failing antenna checks after routing
     - 0
   * - Total overflow reported by the global router
     - 0
   * - Crit path required time
     - 0.80 ns
   * - Crit-path max FO
     - 4
   * - Total power density per cell area
     - 334 mW/mm²
   * - Total of clock buffers placed in the layout
     - 0
   * - Chip area in the Yosys report
     - 100 µm²
   * - Length of the first detailed-routing pass in iterations
     - 2
   * - Remaining DRCs
     - 0
   * - Final worst-path cycle share
     - 1.03
   * - Die H
     - 80 µm
   * - Via density per instance
     - 1.68
   * - Num rows
     - 21
   * - Area Overhead vs Synth
     - 151%
   * - Max-slew headroom
     - 0.915
   * - Distinct cells, synth
     - 11
   * - Number of diodes
     - 0
   * - Gp weighted congestion
     - 0.772
   * - Cts-stage hold buffer count
     - 0
   * - Delay of the slowest critical-path stage
     - 0.25 ns
   * - Violations in the final reports
     - negative setup slack
   * - Sequential cell area
     - 0 µm²
   * - Part of the total power dissipated in sequential elements
     - 0
   * - Min cycle time layout
     - 1.03 ns
   * - Critical path's slowest cell
     - mux2_4
   * - Cell internal power dissipation
     - 54.5 µW
   * - Gate power share
     - 1.000
-- cells by family after synthesis --
logic type | Yosys count | share of synthesized area
muxes | 2 | 0.225
buffers and inverters | 3 | 0.200
and+or+nand+nor | 6 | 0.275
AOI/OAI and AO/OA | 2 | 0.125
xor gates and xnor gates | 2 | 0.175
-- cell usage after synthesis (all sizes together) --
cell / n / area share
nand2: 3 / 0.11
buf: 2 / 0.16
mux2: 2 / 0.22
xor2: 2 / 0.18
a21oi: 1 / 0.050
inv: 1 / 0.037
nand2b: 1 / 0.063
nor2: 1 / 0.037
o21a: 1 / 0.075
or3: 1 / 0.063
-- placed cells by master (no fill, tap or decap) --
cell and count:
nand2_1 3, buf_6 3, buf_2 3, clkbuf_2 2
dlygate4sd2_1 2, xor2_2 1, inv_2 1, or3_1 1
nand2b_1 1, mux2_4 1, a21oi_1 1, nor2_1 1
o21a_1 1, mux2_2 1, xor2_1 1, buf_8 1
buf_4 1
-- repair_timing --
item / in CTS / in global routing
pin swaps: 3 / 2
buffers inserted: 0 / 0
endpoints found under the setup margin: 7 / 4
resized: 37 / 4
-- power by group through the flow --
| stage | sequential [mW] | clock [mW] | combinational (mW) |
|---|---|---|---|
| finish | 0 | 0 | 0.0841 |
| CTS | 0 | 0 | 0.0860 |
| global route | 0 | 0 | 0.0981 |
-- final cells by class --
| cell class | instances | area [µm²] |
|---|---|---|
| multi-input combinational | 12 | 91.3 |
| tap | 46 | 57.6 |
| inverter | 1 | 3.75 |
| fill | 409 | 3160 |
| timing repair buffer | 12 | 98.8 |
-- through the flow --
stage          setup TNS (ns)  setup WS, ns
4_1_cts                -0.165        -0.142
2_1_floorplan               0         0.120
3_5_place_dp            -5.32        -0.857
3_3_place_gp            -5.18        -0.838
5_1_grt                -0.161       -0.0684
6_report              -0.0475       -0.0261
-- worst max-delay path, delay by kind of cell --
| family | cells | cell delay [ns] |
|---|---|---|
| mux | 1 | 0.25 |
| buf+inv | 2 | 0.20 |
| xor+xnor | 1 | 0.17 |
-- worst paths after layout --
path | depth (start not counted) | startpoint | slack, ns | end
max | 4 | ABC[0] | -0.03 | F[3]
min | 4 | ABC[1] | 0.67 | F[6]
-- metal layers --
metal,wire [µm],GRT usage,vias up
met1,172,0.0165,46
li1,-,-,66
met3,91,0.0102,0
met2,151,0.0169,7
met5,0,0,-
met4,0,0,0
Power figures rest on the tool's default switching activity, not on a simulated workload.
